[config.mk]
export PLATFORM = sky130hd
export DESIGN_NAME = Uart8
export DESIGN_NICKNAME = Uart8
export VERILOG_FILES = /design/flow/design.v
export SDC_FILE = /design/flow/constraint.sdc
export NUM_CORES = 4
export LEC_CHECK = 1
export CORE_AREA = 10 10 75 75
export DIE_AREA = 0 0 85 85
[constraint.sdc]
current_design Uart8

set clk_period 2.0
set clk_io_pct 0.2

create_clock -name clk0 -period $clk_period [get_ports {clk}]

set non_clock_inputs [all_inputs -no_clocks]
set_input_delay [expr $clk_period * $clk_io_pct] -clock clk0 $non_clock_inputs
set_output_delay [expr $clk_period * $clk_io_pct] -clock clk0 [all_outputs]
[design.v]
module BaudRateGenerator #(
    parameter CLOCK_RATE         = 100000000,  
    parameter BAUD_RATE          = 9600,
    parameter RX_OVERSAMPLE_RATE = 16
)(
    input wire clk,    
    output reg rxClk,  
    output reg txClk   
);
localparam RX_ACC_MAX   = CLOCK_RATE / (2 * BAUD_RATE * RX_OVERSAMPLE_RATE);
localparam TX_ACC_MAX   = CLOCK_RATE / (2 * BAUD_RATE);
localparam RX_ACC_WIDTH = $clog2(RX_ACC_MAX);
localparam TX_ACC_WIDTH = $clog2(TX_ACC_MAX);
reg [RX_ACC_WIDTH-1:0] rx_counter = 0;
reg [TX_ACC_WIDTH-1:0] tx_counter = 0;
initial begin
    rxClk = 1'b0;
    txClk = 1'b0;
end
always @(posedge clk) begin
    if (rx_counter == RX_ACC_MAX[RX_ACC_WIDTH-1:0]) begin
        rx_counter <= 0;
        rxClk      <= ~rxClk;
    end else begin
        rx_counter <= rx_counter + 1'b1;
    end
    if (tx_counter == TX_ACC_MAX[TX_ACC_WIDTH-1:0]) begin
        tx_counter <= 0;
        txClk      <= ~txClk;
    end else begin
        tx_counter <= tx_counter + 1'b1;
    end
end
endmodule
module Uart8Receiver (
    input wire clk,       
    input wire en,
    input wire in,        
    output reg busy,      
    output reg done,      
    output reg err,       
    output reg [7:0] out  
);
reg [2:0] state          = 3'b000;
reg [1:0] in_reg         = 2'b0;  
reg [4:0] in_hold_reg    = 5'b0;  
reg [3:0] sample_count   = 4'b0;  
reg [4:0] out_hold_count = 5'b0;  
reg [2:0] bit_index      = 3'b0;  
reg [7:0] received_data  = 8'b0;  
wire in_sample;
wire [3:0] in_prior_hold_reg;
wire [3:0] in_current_hold_reg;
always @(posedge clk) begin
    in_reg <= { in_reg[0], in };
end
assign in_sample = in_reg[1];
always @(posedge clk) begin
    in_hold_reg <= { in_hold_reg[3:1], in_sample, in_reg[0] };
end
assign in_prior_hold_reg   = in_hold_reg[4:1];
assign in_current_hold_reg = in_hold_reg[3:0];
always @(posedge clk) begin
    if (|out_hold_count) begin
        out_hold_count     <= out_hold_count + 5'b1;
        if (out_hold_count == 5'b10000) begin  
            out_hold_count <= 5'b0;
            done           <= 1'b0;
            out            <= 8'b0;
        end
    end
end
always @(posedge clk) begin
    if (!en) begin
        state <= 3'b000;
    end
end
always @(posedge clk) begin
    case (state)
        3'b000: begin
            sample_count   <= 4'b0;
            out_hold_count <= 5'b0;
            received_data  <= 8'b0;
            busy           <= 1'b0;
            done           <= 1'b0;
            if (en && err && !in_sample) begin  
                err        <= 1'b1;
            end else begin
                err        <= 1'b0;
            end
            out            <= 8'b0;  
            if (en) begin
                state      <= 3'b001;
            end
        end
        3'b001: begin
            if (!in_sample) begin
                if (sample_count == 4'b0) begin
                    if (&in_prior_hold_reg || done && !err) begin
                        sample_count  <= 4'b1;
                        err           <= 1'b0;
                    end else begin
                        err           <= 1'b1;
                    end
                end else begin
                    sample_count      <= sample_count + 4'b1;
                    if (sample_count == 4'b1100) begin  
                        sample_count  <= 4'b0100;
                        busy          <= 1'b1;
                        err           <= 1'b0;
                        state         <= 3'b010;
                    end
                end
            end else if (|sample_count) begin
                sample_count          <= 4'b0;
                received_data         <= 8'b0;
                err                   <= 1'b1;
            end
        end
        3'b010: begin
            sample_count      <= sample_count + 4'b1;
            if (&sample_count) begin  
                bit_index     <= 3'b1;
                received_data <= { in_sample, 7'b0 };
                out           <= 8'b0;
                state         <= 3'b011;
            end
        end
        3'b011: begin
            sample_count      <= sample_count + 4'b1;
            if (&sample_count) begin  
                received_data <= { in_sample, received_data[7:1] };
                bit_index     <= bit_index + 3'b1;
                if (&bit_index) begin
                    state     <= 3'b100;
                end
            end
        end
        3'b100: begin
            sample_count               <= sample_count + 4'b1;
            if (sample_count[3]) begin  
                if (!in_sample) begin
                    if (sample_count == 4'b1000 &&
                            &in_prior_hold_reg) begin  
                        sample_count   <= 4'b0;
                        out_hold_count <= 5'b1;
                        done           <= 1'b1;
                        out            <= received_data;
                        state          <= 3'b001;
                    end else if (&sample_count) begin  
                        sample_count   <= 4'b0;
                        received_data  <= 8'b0;
                        busy           <= 1'b0;
                        err            <= 1'b1;
                        state          <= 3'b001;
                    end
                end else begin
                    if (&in_current_hold_reg) begin  
                        sample_count   <= 4'b0;
                        done           <= 1'b1;
                        out            <= received_data;
                        state          <= 3'b101;
                    end else if (&sample_count) begin  
                        sample_count   <= 4'b0;
                        err            <= 1'b1;
                        state          <= 3'b101;
                    end
                end
            end
        end
        3'b101: begin
            sample_count              <= sample_count + 4'b1;
            if (!err && !in_sample || &sample_count) begin
                if (&sample_count) begin  
                    if (in_sample) begin
                        received_data <= 8'b0;
                        busy          <= 1'b0;
                    end else begin
                        sample_count  <= 4'b1;
                    end
                    done              <= 1'b0;
                    out               <= 8'b0;
                    state             <= 3'b001;
                end else begin
                    sample_count      <= 4'b1;
                    out_hold_count    <= sample_count + 5'b00010;
                    state             <= 3'b001;
                end
            end else if (&sample_count[3:1]) begin  
                if (err || !in_sample) begin
                    state             <= 3'b000;
                end
            end
        end
        default: begin
            state <= 3'b000;
        end
    endcase
end
endmodule
module Uart8Transmitter #(
    parameter TURBO_FRAMES = 0
)(
    input wire clk,       
    input wire en,
    input wire start,     
    input wire [7:0] in,  
    output reg busy,      
    output reg done,      
    output reg out        
);
reg [2:0] state     = 3'b000;
reg [7:0] in_data   = 8'b0;  
reg [2:0] bit_index = 3'b0;  
always @(posedge clk) begin
    if (!en) begin
        state <= 3'b000;
    end
end
always @(posedge clk) begin
    case (state)
        3'b000: begin
            bit_index <= 3'b0;
            busy      <= 1'b0;
            done      <= 1'b0;
            out       <= 1'b1;  
            if (en) begin
                state <= 3'b001;
            end
        end
        3'b001: begin
            if (start) begin
                in_data <= in;  
                state   <= 3'b010;
            end
        end
        3'b010: begin
            bit_index <= 3'b0;
            busy      <= 1'b1;
            done      <= 1'b0;
            out       <= 1'b0;  
            state     <= 3'b011;
        end
        3'b011: begin  
            in_data   <= { 1'b0, in_data[7:1] };
            out       <= in_data[0];
            bit_index <= bit_index + 3'b1;
            if (&bit_index) begin
                state <= 3'b100;
            end
        end
        3'b100: begin
            done              <= 1'b1;  
            out               <= 1'b1;  
            if (start) begin
                if (done == 1'b0) begin  
                    in_data   <= in;  
                    if (TURBO_FRAMES) begin
                        state <= 3'b010;  
                    end else begin
                        state <= 3'b100;  
                    end
                end else begin  
                    done      <= 1'b0;
                    state     <= 3'b010;  
                end
            end else begin
                state         <= 3'b000;
            end
        end
        default: begin
            state <= 3'b000;
        end
    endcase
end
endmodule
module Uart8 #(
    parameter CLOCK_RATE   = 100000000,  
    parameter BAUD_RATE    = 9600,
    parameter TURBO_FRAMES = 0           
)(
    input wire clk,  
    input wire rxEn,
    input wire rx,
    output wire rxBusy,
    output wire rxDone,
    output wire rxErr,
    output wire [7:0] out,
    input wire txEn,
    input wire txStart,
    input wire [7:0] in,
    output wire txBusy,
    output wire txDone,
    output wire tx
);
parameter RX_OVERSAMPLE_RATE = 16;
wire rxClk;
wire txClk;
BaudRateGenerator #(
    .CLOCK_RATE(CLOCK_RATE),
    .BAUD_RATE(BAUD_RATE),
    .RX_OVERSAMPLE_RATE(RX_OVERSAMPLE_RATE)
) generatorInst (
    .clk(clk),
    .rxClk(rxClk),
    .txClk(txClk)
);
Uart8Receiver rxInst (
    .clk(rxClk),
    .en(rxEn),
    .in(rx),
    .busy(rxBusy),
    .done(rxDone),
    .err(rxErr),
    .out(out)
);
Uart8Transmitter #(
    .TURBO_FRAMES(TURBO_FRAMES)
) txInst (
    .clk(txClk),
    .en(txEn),
    .start(txStart),
    .in(in),
    .busy(txBusy),
    .done(txDone),
    .out(tx)
);
endmodule
[run.sh]
#!/bin/bash
# OpenROAD 26Q1-2900-gdf79404cd8, Yosys 0.63+post, stock flow scripts
make -C /OpenROAD-flow-scripts/flow DESIGN_CONFIG=/design/flow/config.mk WORK_HOME=/design/flow/orfs finish
==> results_slide.txt <==
Physical Implementation Snapshot

Outcome
  – Status: finished, final reports clean

Global route
  – Initial antenna violation count: 0
  – Global route total overflow: 0
  – Number of global-route vias before repair: 378
  – Largest net degree at the start of global routing: 8
  – First-pass GRT wire length: 1552 µm
  – Global Route Usage Sum: 0.02401

Critical path
  – R2r startpoint: generatorInst.rx_counter[0]
  – CP endpoint kind: flop
  – Worst reg2reg path endpoint: generatorInst.rxClk
  – Worst R2R Setup Slack: 0.55 ns
  – CP Max Fanout: 7
  – Crit path required time: 1.87 ns
  – Worst setup path endpoint: generatorInst.rxClk
  – Setup crit start kind: flop
  – CP Data Arrival Time: 1.32 ns
  – Worst r2r path cells: 3
  – CP startpoint: generatorInst.rx_counter[0]
  – Crit path kind: flop to flop

Routing
  – Final wirelength: 883 µm
  – Drt drc: 0
  – DR vias: 359
  – Post-DR vias/cell: 3.095
  – DR WL/cell: 7.612 µm
  – Routed metal-1 wirelength: 441 µm
  – Pre-Repair DR Iteration Count: 2
  – Top routing layer in use: met4
  – Met2 Wirelength: 394 µm
  – Post-DRT Antenna Nets: 0
  – Ant. Diodes: 0
  – Drt initial violations: 3
  – Metal3 WL: 24 µm

STA
  – RSZ-0062 raised after global routing: false
  – Endpoints left unconstrained: 4
  – Period utilisation layout: 0.7229
  – Clock Skews: 0.001114 ns
  – Final Setup Violations: 0
  – Max Fclk: 0.6917 GHz
  – Register pins left without a clock: 3
  – Final hold slack: 0.4779 ns
  – Final Max Tran Viols: 0
  – Hold Fails Final Rpt: 0
  – Final min period: 1.446 ns
  – Setup TNS: 0 ns

Placed design
  – Placed Area: 634.4 µm²
  – Placed Cells incl. Taps: 112
  – PortBufs: 3
  – RePlAce Congestion: 0.6938
  – DP HPWL: 706.8 µm

Yosys
  – Syn avg cell area: 9.804 µm²
  – Ys flops: 13
  – Mapped cell area: 598.1 µm²
  – Top cell area share: 0.4017
  – YS warnings: 38
  – Yosys stat chip area: 598.1 µm²
  – Synth area leader: dfxtp_1
  – Synth top area cells: dfxtp_1 40%, buf_4 16%, edfxtp_1 5.0%
  – Unique cell types: 20
  – # Cells Yosys: 61
  – Post-synth EDFFs: 1
  – Synth Seq Share: 0.4519
  – Synth async-reset ratio: 0
  – Post-Synthesis Cells: 61
  – Primary flip-flop cell chosen by synthesis mapping: dfxtp_1

Finish
  – Max FFs per register: 9
  – Share of cells above drive strength 1: 0.09091
  – Area growth syn-to-layout: 13.60%
  – Final Cell Area: 679.4 µm²
  – Most numerous logic cells after layout: 13 x conb_1, 12 x dfxtp_1, 7 x nor2_1
  – Cell Count, Final, Fillers Out: 116
  – Top cell excl fill/tap: conb_1
  – Utilization after layout: 0.1674

Floorplan
  – I/O pin cnt: 27
  – Die Ht: 85 µm
  – Full die area: 7225 µm²
  – Die width: 85 µm
  – Init Core Util: 0.1474
  – Core area: 4058 µm²
  – FP Rows: 23

Clock network
  – Clk Latency, worst-skew pair: 0.23 ns
  – Worst-path clk slew: 0.04 ns
  – Post-CTS Setup Bufs: 0
  – CTS tree: built
  – CTS Buf Count: 3
  – Root Buffer: clkbuf_8
  – Clock H-tree levels: 1
  – Hold buffer count at cts: 0
  – Clock tree buffer depth: 2
  – Post_cts resized: 0

Job
  – Max Cap Viol: 0
  – Log Warnings: 36

Power and ir drop
  – Largest vdd supply drop: 0.0001558 V
  – Cell Pwr Density: 607.5 nW/µm²
  – Pleak: 0.0002743 µW

Min path
  – Hold/Removal Path Class: flop to flop
## cells by family after synthesis
kind of cell	share of synthesized area
buf+inv	0.1757
xor+xnor	0.07324
fa+ha+maj	0.04183
simple gates	0.2050
mux	0.01674
compound gates	0.02301
flops	0.4519
other cells	0.01256
## where the power goes
part	internal (µW)	switching, µW	total (µW)	leakage [µW]
Sequential	203	0	203	0.000109
Combinational	3.34	1.75	5.10	0.000142
Clock	138	66.3	205	0.0000228
## worst max-delay path: stages, from the launching register on
cell	delay, ns
dfxtp_1	0.39
ha_1	0.18
nand4b_1	0.14
nor4_4	0.38
## per-stage QoR
stage	power (µW)	setup WS, ns
global placement	213.2	0.5642
detailed placement	212.6	0.5558
CTS	420.9	0.5351
global route	433.6	0.4300
finish	412.8	0.5543
floorplan	224.5	0.7111
## Yosys cell counts, types with 2 or more instances
master,n
buf_4,13
xor2_1,3
nand3_1,4
dfxtp_1,12
xnor2_1,2
nand2_1,3
nor3_1,2
inv_1,2
ha_1,2
conb_1,2
nor2_1,7
## how the worst min path moves through the flow
stage | end | slack (ns) | cells after the start | start
finish | generatorInst.rx_counter[7] | 0.48 | 1 | generatorInst.rx_counter[7]
global route | generatorInst.rx_counter[7] | 0.51 | 1 | generatorInst.rx_counter[7]
CTS | generatorInst.rx_counter[7] | 0.48 | 1 | generatorInst.rx_counter[7]
## area by class of cell
type,instances,area [µm²]
clock buffers,4,45.04
inverters,2,7.507
well taps,50,62.56
repair buffers,3,30.03
multi-input cells,44,264.0
fillers,448,3378
flip-flops and latches,13,270.3
## per-layer routing
metal / GRT usage / vias to the layer above
met4: 0.007485 / 0
met5: 0 / -
met1: 0.03134 / 161
li1: - / 183
met2: 0.03883 / 13
met3: 0.004817 / 2
No activity file was given, so power comes from the tool's default toggle rates.
